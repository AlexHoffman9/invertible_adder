### ./design.v
module prng_32 (clk, reset, seed, out);
input clk, reset;
input[31:0] seed;
output [31:0] out;
reg[31:0] lsfr;
wire feedback;
assign feedback = lsfr[31] ^ lsfr[21] ^ lsfr[1] ^ lsfr[0];
assign out = lsfr;
always @ (posedge clk) begin
    if (reset) begin
        lsfr <= seed;
    end
    else begin
        lsfr[31:1] <= lsfr[30:0];
        lsfr[0] <= feedback;
    end
end
endmodule
### ./run.sh
#!/bin/bash
# OpenROAD 26Q1-2900-gdf79404cd8, Yosys 0.63+post, stock flow scripts
make -C /OpenROAD-flow-scripts/flow DESIGN_CONFIG=/design/flow/config.mk WORK_HOME=/design/flow/orfs finish
### ./config.mk
export PLATFORM = sky130hd
export DESIGN_NAME = prng_32
export DESIGN_NICKNAME = prng_32
export VERILOG_FILES = /design/flow/design.v
export SDC_FILE = /design/flow/constraint.sdc
export NUM_CORES = 4
export LEC_CHECK = 1
export CORE_AREA = 10 10 112 112
export DIE_AREA = 0 0 122 122
### ./constraint.sdc
current_design prng_32

set clk_period 1.5
set clk_io_pct 0.2

create_clock -name clk0 -period $clk_period [get_ports {clk}]

set non_clock_inputs [all_inputs -no_clocks]
set_input_delay [expr $clk_period * $clk_io_pct] -clock clk0 $non_clock_inputs
set_output_delay [expr $clk_period * $clk_io_pct] -clock clk0 [all_outputs]
==> changes_impl.md <==
### Implementation results

- IO Port Bufs: 65
- Comb area: 489 um^2
- Warnings, synthesis: 1
- Clock Sinks: 32
- Top Ports: 66
- Largest register FFs: 32
- Synthesized instance count: 72
- Worst hold path class: reg -> reg
- Final hold viol count: 0
- Drt wl/cell: 11.9 um
- Static Leak: 0.835 nW
- RSZ-0062 raised after global routing: false
- Critical setup path kind: reg -> out
- Setup_tns: 0 ns
- Clock insertion delay at the later pin of the skew report: 0.28 ns
- Rel. slew slack: 82.6%
- Most numerous logic cell after layout: clkdlybuf4s50_1
- Worst EP required: 1.20 ns
- Post-route ant nets: 0
- Avg Cell Area, Syn: 16.7 um^2
- Max-cap violation count: 0
- Synth area leaders: dfxtp_1 (53%), mux2_4 (35%), buf_12 (5.0%), mux2_2 (2.8%), xnor2_1 (2.2%)
- GRT Total Usage: 4.25%
- Startpoint Class: flip-flop
- Vias in the first global route: 867
- Gp weighted congestion: 0.699
- Unique cell types: 8
- Fill count: 1,086
- Initial antenna violation count: 0
- Total wire length: 3.28 mm
- CTS tree: done
- CP Cell Sequence: clkdlybuf4s50_1
- DP Wirelength: 2.42 mm
- Yosys top cell area share: 53.3%
- CTS max path bufs: 2
- Worst vdd ir: 0.000298 V
- Post-CTS setup buffer count: 0
- H-tree depth: 2
- CP max stage cell: clkdlybuf4s50_1
- Number of cells in Yosys stat: 72
- Registers, synthesis: 32
- CP arrival: 1.12 ns
- Critical path buffer and inverter count: 1
- Fp util: 11.7%
- Register area: 644 um^2
- Row count: 37
- PwrDens: 1080 nW/um^2
- Crit-path max FO: 3
- Log Warnings: 25
- Worst Skew: 0.00273 ns
- Die H: 122 um
- First-pass GRT wire length: 4.96 mm
- Vias: 764
- Total CTS buffers: 5
- Total power: 2.23 mW
- Die width: 122 um
- DR vias/cell: 2.76
- CTS clk-pin slew, worst paths: 0.07 ns
- Die footprint: 14,900 um^2
- Delay of the slowest critical-path stage: 0.48 ns
- Drt pass-1 iters: 2
- Top flop regs: lsfr x32
- Residual DRC: 0
- Yosys top cell by area: dfxtp_1
- Yosys stat area: 1200 um^2
- Highest clock rate: 703 MHz
- Tcrit/Tclk final: 94.9%
- Mapped Area: 1200 um^2
- Worst slew pin tran: 0.261 ns
- Share of layout cells above drive strength 1: 30.5%
- Biggest register: lsfr
- Initial drt markers: 7
- Final setup violation count: 0
- CP Capture Type: output port
- Antenna cell count: 0
- Most frequent cells in the layout: clkdlybuf4s50_1 (64), dfxtp_1 (29), mux2_4 (28), clkbuf_8 (7)
- Tmin final: 1.42 ns
- Largest net degree at the start of global routing: 34
- Max Slew Vio Count: 0
- Core Box Area: 10,200 um^2
- Root buf cell: clkbuf_8
- Fin Hold WS: 0.485 ns
- Area growth, synth to finish: 72.0%
- Status: finished clean
- Sequential area share after synthesis: 53.3%
- Cell area after placement: 1970 um^2
- Fin area: 2070 um^2
- Grt ovf: 0
- CP delay by family, top: buffers and inverters
-- metrics by stage --
step / utilization (%) / setup slack [ns] / instances
finish: 20.2 / 0.0772 / 277
global route: 20.2 / 0.0232 / 277
CTS: 20.2 / 0.0178 / 277
detailed placement: 19.2 / 0.281 / 270
global placement: 19.2 / 0.289 / 270
floorplan: - / 0.533 / 72
-- routing by layer --
| layer | GRT usage [%] | vias to the layer above | share of wire [%] |
|---|---|---|---|
| li1 | - | 381 | - |
| met1 | 5.30 | 342 | 44 |
| met2 | 6.46 | 36 | 44 |
| met3 | 2.35 | 5 | 11 |
| met4 | 0.596 | 0 | 1.7 |
| met5 | 0 | - | 0 |
-- where the power goes --
part	switching [mW]	internal [mW]	total [mW]	leakage, nW
combinational	0.0869	0.389	0.476	0.515
clock	0.315	0.409	0.724	0.0503
sequential	0.0669	0.960	1.03	0.270
total	0.469	1.76	2.23	0.835
-- final timing paths --
path | slack, ns | startpoint | endpoint | depth (start not counted)
worst max-delay path | 0.08 | lsfr[0] | out[0] | 1
worst min register to register | 0.49 | lsfr[20] | lsfr[21] | 1
worst max register to register | 0.59 | lsfr[21] | lsfr[0] | 3
worst min-delay path | 0.49 | lsfr[20] | lsfr[21] | 1
-- synthesized netlist by cell type --
cell / instances
mux2_2: 3
xnor2_1: 3
mux2_4: 28
nand2_1: 1
dfxtp_1: 32
buf_12: 3
buf_6: 1
o21ai_0: 1
-- cells by family after synthesis --
family                    Yosys count  synth area share, %
DFF                                32                 53.3
muxes                              31                 37.8
buffers and inverters               4                 5.94
xor gates and xnor gates            3                 2.19
AOI/OAI and AO/OA                   1                0.416
and+or+nand+nor                     1                0.312
-- repair_timing --
action,in CTS,in global routing
pin swaps,0,0
cloned,0,0
gates resized,2,1
endpoints found under the setup margin,2,1
hold buffers,0,0
-- cell type report --
class | instances | area share (%)
Clock buffer | 7 | 4.66
Tap cell | 136 | 8.24
Timing Repair Buffer | 66 | 32.2
Sequential cell | 32 | 31.2
Multi-Input combinational cell | 36 | 23.7
Power figures rest on the tool's default switching activity, not on a simulated workload.
