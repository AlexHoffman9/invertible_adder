## ./config.mk

```make
export PLATFORM = sky130hd
export DESIGN_NAME = mac
export DESIGN_NICKNAME = mac
export VERILOG_FILES = /design/flow/design.v
export SDC_FILE = /design/flow/constraint.sdc
export NUM_CORES = 4
export LEC_CHECK = 1
export CORE_AREA = 10 10 70 70
export DIE_AREA = 0 0 80 80
```

## ./constraint.sdc

```tcl
current_design mac

set clk_period 7.4
set clk_io_pct 0.2

create_clock -name clk0 -period $clk_period

set non_clock_inputs [all_inputs -no_clocks]
set_input_delay [expr $clk_period * $clk_io_pct] -clock clk0 $non_clock_inputs
set_output_delay [expr $clk_period * $clk_io_pct] -clock clk0 [all_outputs]
```

## ./design.v

```verilog
module mac(p_in, I_0, out);
parameter N_NEIGHBORS=4, WEIGHT_PRECISION=6, H=6'd2, W={6'd1, 6'd1, 6'd1, 6'd3};
localparam OUT_PRECISION = 6;
localparam signed max_threshold = $signed({1'b0,{OUT_PRECISION-1{1'b1}}});  
localparam signed min_threshold = $signed({1'b1,{OUT_PRECISION-1{1'b0}}});  
input [N_NEIGHBORS-1:0] p_in;    
input [3:0] I_0;  
output reg signed [OUT_PRECISION-1:0] out;
reg signed [WEIGHT_PRECISION-1:0] weighted_p[N_NEIGHBORS-1:0];
reg signed [WEIGHT_PRECISION+3:0] weighted_sum,a,b,c;   
reg signed [WEIGHT_PRECISION+7:0] scaled_sum;   
reg signed [WEIGHT_PRECISION+7:0] scaled_sum_preshift;  
integer i;
always @(*)
begin
    for (i = 0; i < N_NEIGHBORS; i = i + 1) begin  
        if (p_in[i] == 1'b1) begin
            weighted_p[i] = W[WEIGHT_PRECISION*i +: WEIGHT_PRECISION];  
        end else begin
            weighted_p[i] = ~W[WEIGHT_PRECISION*i +: WEIGHT_PRECISION] + 1;  
        end
    end
    weighted_sum = $signed(H);
    a = weighted_p[0] + weighted_p[1];
    b = weighted_p[2] + weighted_p[3];
    c = a+b;
    weighted_sum = weighted_sum + c;
    scaled_sum_preshift = weighted_sum * $signed({1'b0,I_0});
    scaled_sum = scaled_sum_preshift>>>2;  
    if (scaled_sum > max_threshold) begin
        out = max_threshold; 
    end else if( scaled_sum < min_threshold) begin
        out = min_threshold;
    end else begin
        out = scaled_sum[OUT_PRECISION-1:0];
    end
end
endmodule
`timescale 1ns/1ps
module mac_tb();
localparam N_NEIGHBORS=4, WEIGHT_PRECISION=6, H=6'd3, W={6'd3,6'd3,6'd3,6'd3};
reg[N_NEIGHBORS-1:0] p_in;    
reg[3:0] I_0;
wire[5:0] out;
mac#(N_NEIGHBORS, WEIGHT_PRECISION, H, W) dut(p_in, I_0, out);
integer i;
initial begin
    p_in <= 4'b1111; I_0 <= 4'd15; #10;
    #10; I_0 <= 4'd1;
    #10; I_0 <= 4'd3;
    #10; I_0 <= 4'd4;
    #10; I_0 <= 4'd6;
    #10; I_0 <= 4'd7;
    #10; I_0 <= 4'd8;
    #10; I_0 <= 4'd9;
    #10; I_0 <= 4'd11;
    #10; I_0 <= 4'd15;
    #10; p_in <= 4'b0000;
    #10; I_0 <= 4'd1;
    #10; I_0 <= 4'd3;
    #10; I_0 <= 4'd4;
    #10; I_0 <= 4'd6;
    #10; I_0 <= 4'd7;
    #10; I_0 <= 4'd8;
    #10; p_in <= 4'b1111;
    #10; p_in <= 4'b1011;
    #10; p_in <= 4'b1000;
end 
endmodule
```

## ./run.sh

```bash
#!/bin/bash
# OpenROAD 26Q1-2900-gdf79404cd8, Yosys 0.63+post, stock flow scripts
make -C /OpenROAD-flow-scripts/flow DESIGN_CONFIG=/design/flow/config.mk WORK_HOME=/design/flow/orfs finish
```

==> CHANGELOG.md <==
### Physical design

* Run status: finished, violations left
* Failing checks: setup timing
* Final Critical Period at 9.05 ns
* Total area of sequential cells at 0 um2
* Max-cap viol count at 0
* Die area at 6400 um2
* Wire length of the first global-routing pass at 8780 um
* Post-synthesis area per instance at 8.19 um2
* Drt drc at 0
* Number of cell instances after yosys synthesis at 246
* Category of the critical setup timing path: in2out
* Floorplan core density at 0.590
* Top-area cell type share of the netlist area at 0.236
* Setup violations, final at 6
* First-iteration detailed-routing DRC count at 80
* Top area cells in the synthesized netlist: sky130_fd_sc_hd__ha_1 24%, sky130_fd_sc_hd__fa_1 23%, sky130_fd_sc_hd__inv_1 12%
* Buf+Inv Stages, Crit Path at 17
* CP Max Fanout at 6
* Final GP Congestion at around 0.83
* Cell types with the highest counts after synthesis: 62 x sky130_fd_sc_hd__inv_1, 38 x sky130_fd_sc_hd__ha_1, 23 x sky130_fd_sc_hd__fa_1
* Final worst setup slack at -1.65 ns
* Maximum clock frequency at approximately 110 MHz
* Syn-to-layout area delta at 52.5%
* Vias per Instance at 5.41
* Final cell area excluding filler cells at between 3000 and 4000 um2
* Flop Count at 0
* Critical path's most frequent cell: sky130_fd_sc_hd__buf_4
* Synthesis Warnings at 2
* Total congestion overflow at 0
* Number of optimization iterations in the first detailed-route pass at 4
* Number of input and output port buffers inserted at 14
* Remaining antenna violation count after routing at 0
* Top cell type by instance count after synthesis: sky130_fd_sc_hd__inv_1
* Crit path max-delay cell type: sky130_fd_sc_hd__fa_1
* Path category of the worst min-delay check: in2out
* Via count of the routed design at 2052
* Count of final hold-check violations at 0
* Unique cell type count in the Yosys netlist at 43
* Sum of net half-perimeters after detailed placement at 3500 um
* Core Area at 3420 um2
* Worst slew margin at 0.751
* Register area share after synthesis at 0
* Number of instances in the synthesized netlist at 246
* Number of top-level pins at 14
* Yosys top cell by area: sky130_fd_sc_hd__ha_1
* Pins Over Slew Limit at 0
* GR Util All Layers at 0.165
* Cell Count Post-Placement at 358
* Fin Hold WS at 4.14 ns
* Critical path endpoint category: output port
* Data arrival time of the worst path at 7.57 ns
* Worst-margin pin slew at around 0.37 ns
* Setup repair after global routing missed its margin: yes
* Filler-free cell count of the finished design at between 300 and 400
* Vias in the first global route at about 2.0k
* Largest stage delay on the critical path at 0.61 ns
* Area of the mapped netlist at ~2000 um2
* Count of clock buffers in the final design at 0
* Category of the worst setup path launch point: input port
* Largest delay share family, worst path: adder cells
* Diode insertion count for antenna repair at 0
* Pin count of the biggest net entering global routing at 10
* Detail-routed net length per standard cell at ~16 um
* Vertical die dimension at around 80 um
* Worst Setup Slack post-DPL at -2.33 ns
* Chip Width at 80 um
* Cell area reported after detailed placement at 2700 um2
* Std cell rows at 21
* Tally of OpenROAD warnings at about 45
* Required time worst endpoint at just under 6 ns
* Fraction of layout cells with a size suffix above 1 at 0.450
* Sum of routed wire length over all layers at a little over 6000 um
* Number of antenna violations at the first check in global routing at 0
* Post-synthesis chip area from yosys at 2010 um2
* Post-layout period usage at 1.22
## per-layer routing
metal  global-route usage  vias to the layer above  share of wire
li1                     -                      986              -
met1                0.229                      981           0.45
met2                0.277                       81           0.45
met3               0.0330                        4          0.091
met4              0.00528                        0          0.012
met5                    0                        -              0
## tightest hold or removal path, delay by kind of cell
kind / cells / cell delay (ns)
AND-OR/OR-AND: 1 / 0.09
adder cells (fa/ha/maj): 1 / 0.14
buffers and inverters: 3 / 0.77
AND/OR/NAND/NOR: 1 / 0.17
## worst paths after layout
path                     from  cells after the start  endpoint
worst min-delay path   I_0[1]                      6    out[0]
worst max-delay path  p_in[1]                     33    out[0]
## logic make-up after synthesis
logic type      synth area share
simple gates               0.187
buf+inv                    0.117
fa+ha+maj                  0.465
compound gates             0.187
xor+xnor                  0.0391
mux                      0.00497
## placed cells by master, fill, tap and decap left out, types with 2 or more instances in the layout
cell type and n:
sky130_fd_sc_hd__ha_1 22, sky130_fd_sc_hd__a21oi_1 6, sky130_fd_sc_hd__nor2b_1 10, sky130_fd_sc_hd__buf_6 3, sky130_fd_sc_hd__buf_2 8, sky130_fd_sc_hd__ha_4 16, sky130_fd_sc_hd__nand2_4 3, sky130_fd_sc_hd__xor2_2 2
sky130_fd_sc_hd__inv_1 45, sky130_fd_sc_hd__a21oi_2 4, sky130_fd_sc_hd__a21o_1 5, sky130_fd_sc_hd__buf_4 71, sky130_fd_sc_hd__and2_4 3, sky130_fd_sc_hd__xnor2_1 6, sky130_fd_sc_hd__nor3_1 4, sky130_fd_sc_hd__a211oi_1 2
sky130_fd_sc_hd__o21ai_2 2, sky130_fd_sc_hd__o22ai_1 3, sky130_fd_sc_hd__fa_2 2, sky130_fd_sc_hd__nor2_1 2, sky130_fd_sc_hd__nand3_1 4, sky130_fd_sc_hd__a211o_1 2, sky130_fd_sc_hd__clkdlybuf4s50_1 5, sky130_fd_sc_hd__inv_2 16
sky130_fd_sc_hd__o211ai_1 6, sky130_fd_sc_hd__fa_1 21, sky130_fd_sc_hd__and2_1 14, sky130_fd_sc_hd__nand2_1 12, sky130_fd_sc_hd__nand4_1 2
## metrics by stage
stage           util  setup TNS (ns)
6_report       0.900           -9.32
5_1_grt        0.900          -10.57
4_1_cts        0.865           -8.06
3_5_place_dp   0.790          -13.78
3_3_place_gp   0.790          -13.24
2_1_floorplan      -           -6.24
## cell type report
type	instances	area, um2
Fill cell	166	343
Inverter	62	236
Multi-Input combinational cell	183	2110
Tap cell	46	57.6
Timing Repair Buffer	88	672
## timing repair
item                       4_1_cts  5_1_grt
buffers inserted                19        2
gates resized                   59       28
hold endpoints to repair         0        0
hold buffers                     0        0
setup endpoints to repair        6        6
pin swaps                       48       11
