===== flow/run.sh =====
#!/bin/bash
# OpenROAD 26Q1-2900-gdf79404cd8, Yosys 0.63+post, stock flow scripts
make -C /OpenROAD-flow-scripts/flow DESIGN_CONFIG=/design/flow/config.mk WORK_HOME=/design/flow/orfs finish

===== flow/design.v =====
module tanh(in, out);
input[5:0] in;   
output reg[31:0] out;  
always @(*)
begin
    case (in)
        -6'd32: out = -32'd2147483164;
        -6'd31: out = -32'd2147482851;
        -6'd30: out = -32'd2147482334;
        -6'd29: out = -32'd2147481481;
        -6'd28: out = -32'd2147480076;
        -6'd27: out = -32'd2147477759;
        -6'd26: out = -32'd2147473939;
        -6'd25: out = -32'd2147467642;
        -6'd24: out = -32'd2147457258;
        -6'd23: out = -32'd2147440140;
        -6'd22: out = -32'd2147411915;
        -6'd21: out = -32'd2147365383;
        -6'd20: out = -32'd2147288665;
        -6'd19: out = -32'd2147162185;
        -6'd18: out = -32'd2146953672;
        -6'd17: out = -32'd2146609935;
        -6'd16: out = -32'd2146043330;
        -6'd15: out = -32'd2145109481;
        -6'd14: out = -32'd2143570712;
        -6'd13: out = -32'd2141036119;
        -6'd12: out = -32'd2136863812;
        -6'd11: out = -32'd2130002539;
        -6'd10: out = -32'd2118738072;
        -6'd9: out = -32'd2100295088;
        -6'd8: out = -32'd2070233464;
        -6'd7: out = -32'd2021588575;
        -6'd6: out = -32'd1943791073;
        -6'd5: out = -32'd1821675245;
        -6'd4: out = -32'd1635510996;
        -6'd3: out = -32'd1363971989;
        -6'd2: out = -32'd992389038;
        -6'd1: out = -32'd525958822;
        6'd0: out = 32'd0;
        6'd1: out = 32'd525958822;
        6'd2: out = 32'd992389038;
        6'd3: out = 32'd1363971989;
        6'd4: out = 32'd1635510996;
        6'd5: out = 32'd1821675245;
        6'd6: out = 32'd1943791073;
        6'd7: out = 32'd2021588575;
        6'd8: out = 32'd2070233464;
        6'd9: out = 32'd2100295088;
        6'd10: out = 32'd2118738072;
        6'd11: out = 32'd2130002539;
        6'd12: out = 32'd2136863812;
        6'd13: out = 32'd2141036119;
        6'd14: out = 32'd2143570712;
        6'd15: out = 32'd2145109481;
        6'd16: out = 32'd2146043330;
        6'd17: out = 32'd2146609935;
        6'd18: out = 32'd2146953672;
        6'd19: out = 32'd2147162185;
        6'd20: out = 32'd2147288665;
        6'd21: out = 32'd2147365383;
        6'd22: out = 32'd2147411915;
        6'd23: out = 32'd2147440140;
        6'd24: out = 32'd2147457258;
        6'd25: out = 32'd2147467642;
        6'd26: out = 32'd2147473939;
        6'd27: out = 32'd2147477759;
        6'd28: out = 32'd2147480076;
        6'd29: out = 32'd2147481481;
        6'd30: out = 32'd2147482334;
        6'd31: out = 32'd2147482851;
        default: out <= 32'd1;
    endcase
end
endmodule

===== flow/config.mk =====
export PLATFORM = sky130hd
export DESIGN_NAME = tanh
export DESIGN_NICKNAME = tanh
export VERILOG_FILES = /design/flow/design.v
export SDC_FILE = /design/flow/constraint.sdc
export NUM_CORES = 4
export LEC_CHECK = 1
export CORE_UTILIZATION = 30

===== flow/constraint.sdc =====
current_design tanh

set clk_period 2.2
set clk_io_pct 0.2

create_clock -name clk0 -period $clk_period

set non_clock_inputs [all_inputs -no_clocks]
set_input_delay [expr $clk_period * $clk_io_pct] -clock clk0 $non_clock_inputs
set_output_delay [expr $clk_period * $clk_io_pct] -clock clk0 [all_outputs]

==> impl_metrics.py <==
# Generated from Yosys and OpenROAD reports
metrics = {
    "placed_design": {
        "numPlacedInstances": 611,
        "gp_congestion": 1.03,
        "preCtsSetupSlack_ps": -1020,
        "port-buffer-count": 38,
        "place_area_um2": 3770,
        "hpwl_um": 9540,
    },
    "synth": {
        "synthDistinctLibCells": 59,
        "yosys-top-cells-area": "sky130_fd_sc_hd__a21oi_1, sky130_fd_sc_hd__ha_1, sky130_fd_sc_hd__o21ai_0, sky130_fd_sc_hd__nor3_1, sky130_fd_sc_hd__buf_2",
        "largest_area_cell": "sky130_fd_sc_hd__a21oi_1",
        "syn_area_per_cell_um2": 6.14,
        "ys.warnings.count": 1,
        "postSynthSeqShare_pct": 0,
        "syn_inst": 381,
        "ys_cells": 381,
        "synth.yosys.chip_area_um2": 2340,
        "share_of_the_synthesized_area_in_the_top_cell_type_pct": 7.91,
        "synth.cell_area_um2": 2340,
    },
    "sta": {
        "fin_hold_ws_ps": 1400,
        "post-route-worst-setup-slack_ps": -192,
        "report.final.slew_viol_count": 0,
        "max-slew-margin-rel_pct": 72.0,
        "post-route-min-period_ps": 2390,
        "max_clock_freq_ghz": 0.418,
        "setup_repair_after_global_routing_missed_its_margin": "true",
        "worstMarginPinSlew_ps": 414,
        "setup_violations": 22,
        "final-hold-violation-count": 0,
        "post-route-period-util_pct": 109,
        "timing.setup.tns_ps": -2490,
    },
    "power": {
        "combinational_power_share_pct": 100.0,
        "p_clk_share_pct": 0,
        "worst_ir_drop_vdd_v": 0.000131,
        "switching_share_pct": 47.9,
        "powerDensity_nw_per_um2": 238,
        "power.internal_mw": 0.639,
        "seq_power_share_pct": 0,
        "total_power_mw": 1.23,
        "power.leakage_nw": 2.20,
        "power_switching_mw": 0.588,
    },
    "run": {
        "drv_cap": 0,
        "stage_log_warnings": 47,
    },
    "critical_path": {
        "timing.critical_path.from_type": "input pin",
        "critical-path-top-cell-by-count": "sky130_fd_sc_hd__buf_12",
        "timing.setup.critical_path_class": "in2out",
        "critical-path-top-delay-family": "simple AND/OR/NAND/NOR gates",
        "critical_path_buf_inv_count": 4,
        "largest_stage_delay_on_the_critical_path_ps": 380,
        "crit_path_cell_trace": "buf_12, inv_8, ha_4, buf_12, nor2b_4, or3_4, a2bb2oi_2, o22a_1, buf_2",
        "crit_path_max_fanout": 8,
        "setup.worst_path.end_class": "primary output",
        "critical_path_required_ps": 1760,
        "critPathSlowestCell": "sky130_fd_sc_hd__or3_4",
        "cp.arrival_ps": 1950,
    },
    "drt": {
        "drtAntennaViolNets": 0,
        "drc_errors": 0,
        "vias_per_cell": 6.27,
        "first_pass_iters": 5,
        "initialDrtViolationCount": 415,
        "met2_routed_length_um": 6210,
        "met1_length_um": 5920,
        "top_layer_used": "met4",
        "antennaDiodeCount": 0,
        "final_wl_um": 14600,
        "route.vias.total": 4180,
        "routed_wire_length_per_instance_um": 21.8,
        "met3RoutedLength_um": 1550,
    },
    "finish": {
        "area.sequential_um2": 0,
        "layout.sequential_cells": 0,
        "layout_top_cells_excl_fill_tap": "sky130_fd_sc_hd__buf_4, sky130_fd_sc_hd__buf_6, sky130_fd_sc_hd__buf_2, sky130_fd_sc_hd__nand2_1, sky130_fd_sc_hd__nor2_1",
        "fin_util_pct": 69.5,
        "synthToLayoutAreaGrowth_pct": 120,
        "layout-drive-gt1-share_pct": 61.6,
        "finalInstanceArea_um2": 5150,
        "most_common_library_cell_in_the_layout_ignoring_fill_and_taps": "sky130_fd_sc_hd__buf_4",
        "area.combinational_um2": 2860,
        "clock_buffer_count": 0,
        "post_layout_nonfiller_instances": 667,
        "filler_cell_count": 492,
    },
    "floorplanning": {
        "core_util_floorplan_pct": 31.6,
        "coreArea_um2": 7410,
        "die.size.y_um": 90.3,
        "io-pin-count": 38,
        "rows": 31,
        "die_width_um": 90.3,
        "chipArea_um2": 8160,
    },
    "grt": {
        "overflow": 0,
        "grt_start_max_net_pins": 25,
        "first_global_vias": 3869,
        "grt_pass1_wl_um": 21200,
        "antenna_found_initial": 0,
        "track_usage_pct": 33.3,
    },
    "min_path": {
        "hp-class": "in2out",
    },
    "outcome": {
        "failed_checks": "setup timing",
        "outcome": "finished with violations",
    },
}
==> cell usage after synthesis, drive strengths merged (3+ instances only) <==
| library cell | number |
|---|---|
| a21oi | 37 |
| o21ai | 31 |
| buf | 30 |
| nor2 | 30 |
| nand2 | 28 |
| nor3 | 28 |
| nand3 | 17 |
| clkbuf | 16 |
| nor2b | 15 |
| ha | 14 |
| nand2b | 14 |
| a31oi | 12 |
| o311ai | 11 |
| and2 | 9 |
| o211ai | 9 |
| inv | 8 |
| a311oi | 5 |
| a22oi | 4 |
| o21a | 4 |
| o31ai | 4 |
| or3 | 4 |
| a211oi | 3 |
| a21o | 3 |
| a221o | 3 |
| mux4 | 3 |
| o32ai | 3 |
| or2 | 3 |
==> per-layer routing <==
layer,up-vias,track usage [%]
li1,1828,-
met2,309,49.2
met4,0,17.2
met3,89,6.07
met5,-,0
met1,1954,46.4
==> final timing paths <==
path / startpoint / end / slack, ps / cells past startpoint
max: in[1] / out[15] / -190 / 9
min: in[5] / out[31] / 1400 / 2
==> area by class of cell <==
cell class         count  area share, %
inverters              8          0.923
well taps             99           2.40
repair buffers       233           41.2
multi-input cells    327           55.5
==> power by group through the flow <==
stage / logic [mW] / clock network, mW / registers [mW]
after CTS: 1.04 / 0 / 0
after global routing: 1.29 / 0 / 0
final: 1.23 / 0 / 0
==> repair_timing <==
action,4_1_cts,5_1_grt
setup buffers,40,17
pin swaps,64,54
hold buffers,0,0
endpoints found under the setup margin,31,31
cloned,1,2
resized,245,111
==> logic make-up after synthesis <==
family | synth area share (%)
AOI/OAI and AO/OA | 45.0
and+or+nand+nor | 33.1
buffers and inverters | 11.2
adders and majority gates | 7.48
muxes | 3.31
Power and IR drop assume default switching activity.
